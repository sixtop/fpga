## design.v

```verilog
module mooreVender (N, D, Q, DC, DN, DD, clk, reset, state);
    input N, D, Q, clk, reset;
    output DC, DN, DD;
    output [3:0] state;
    reg [3:0] state, next;
    parameter IDLE = 0;
    parameter GOT_5c = 1;
    parameter GOT_10c = 2;
    parameter GOT_15c = 3;
    parameter GOT_20c = 4;
    parameter GOT_25c = 5;
    parameter GOT_30c = 6;
    parameter GOT_35c = 7;
    parameter GOT_40c = 8;
    parameter GOT_45c = 9;
    parameter GOT_50c = 10;
    parameter RETURN_20c = 11;
    parameter RETURN_15c = 12;
    parameter RETURN_10c = 13;
    parameter RETURN_5c = 14;
    always @ (posedge clk or negedge reset) begin
        if (!reset) state <= IDLE;
        else state <= next;
    end
    always @ (state or N or D or Q) begin
        case (state)
            IDLE:
                if (Q) next = GOT_25c;
                else if (D) next = GOT_10c;
                else if (N) next = GOT_5c;
                else next = IDLE;
            GOT_5c:
                if (Q) next = GOT_30c;
                else if (D) next = GOT_15c;
                else if (N) next = GOT_10c;
                else next = GOT_5c;
            GOT_10c:
                if (Q) next = GOT_35c;
                else if (D) next = GOT_20c;
                else if (N) next = GOT_15c;
                else next = GOT_10c;
            GOT_15c: if (Q) next = GOT_40c;
                else if (D) next = GOT_25c;
                else if (N) next = GOT_20c;
                else next = GOT_15c;
            GOT_20c: if (Q) next = GOT_45c;
                else if (D) next = GOT_30c;
                else if (N) next = GOT_25c;
                else next = GOT_20c;
            GOT_25c: if (Q) next = GOT_50c;
                else if (D) next = GOT_35c;
                else if (N) next = GOT_30c;
                else next = GOT_25c;
            GOT_30c:
                next = IDLE;
            GOT_35c:
                next = RETURN_5c;
            GOT_40c:
                next = RETURN_10c;
            GOT_45c:
                next = RETURN_15c;
            GOT_50c:
                next = RETURN_20c;
            RETURN_20c:
                next = RETURN_10c;
            RETURN_15c:
                next = RETURN_5c;
            RETURN_10c:
                next = IDLE;
            RETURN_5c:
                next = IDLE;
            default:
                next = 4'hF;
        endcase
    end
    assign DC = (state == GOT_30c || state == GOT_35c ||
            state == GOT_40c || state == GOT_45c ||
            state == GOT_50c);
    assign DN = (state == RETURN_5c);
    assign DD = (state == RETURN_20c || state == RETURN_15c ||
            state == RETURN_10c);
endmodule
```

## run.sh

```bash
#!/bin/bash
# OpenROAD 26Q1-2900-gdf79404cd8, Yosys 0.63+post, stock flow scripts
make -C /OpenROAD-flow-scripts/flow DESIGN_CONFIG=/design/flow/config.mk WORK_HOME=/design/flow/orfs finish
```

## config.mk

```make
export PLATFORM = sky130hd
export DESIGN_NAME = mooreVender
export DESIGN_NICKNAME = mooreVender
export VERILOG_FILES = /design/flow/design.v
export SDC_FILE = /design/flow/constraint.sdc
export NUM_CORES = 4
export LEC_CHECK = 1
export CORE_AREA = 10 10 70 70
export DIE_AREA = 0 0 80 80
```

## constraint.sdc

```tcl
current_design mooreVender

set clk_period 3.0
set clk_io_pct 0.2

create_clock -name clk0 -period $clk_period [get_ports {clk}]

set non_clock_inputs [all_inputs -no_clocks]
set_input_delay [expr $clk_period * $clk_io_pct] -clock clk0 $non_clock_inputs
set_output_delay [expr $clk_period * $clk_io_pct] -clock clk0 [all_outputs]
```

==> job_summary.md <==
### Flow metrics

| Metric | Value |
|---|---|
| Leak | 0.200 nW |
| CTS clk-pin slew, worst paths | around 0.04 ns |
| Die Height | 80 µm |
| Number of global-route vias before repair | between 300 and 400 |
| Syn Inst Count | around 51 |
| Wire length per cell | ~9.9 µm |
| Drt drc | 0 |
| Htree depth | 1 |
| Stage-log warning count | 25 |
| R2R setup slack | ~1.7 ns |
| Worst reg-to-reg path cell count | 4 |
| GP Congestion | between 0.8 and 0.9 |
| Biggest regs | state (4) |
| Pin count of the biggest net entering global routing | 14 |
| EDFF count, synth | 0 |
| Non-filler cells in the finished layout | ~110 |
| Max Cap Violations | 0 |
| Late-Pin Clk Latency | between 0.2 and 0.25 ns |
| Largest register FFs | 4 |
| Relative slew margins | roughly three quarters |
| Cts repair resizes | 0 |
| CTS Buffer Depth | 2 |
| Slowest-stage cell, CP | dfrtp_1 |
| Antenna diode count | 0 |
| Worst-margin pin slew | 0.393 ns |
| Total grt overflow | 0 |
| # fillers | 395 |
| Final setup fails | 0 |
| Iteration-0 DRC count of the detailed router | ~42 |
| Reg-to-Reg End | state[1] |
| Top FF cell, synth | dfrtp_1 |
| Grt met3 use | 1.59% |
| CP bufs+invs | 1 |
| Antenna Nets Post-Route | 0 |
| CTS buffer count | 3 |
| Yosys top cell by area | dfrtp_1 |
| Initial antenna violation count | 0 |
| Yosys top cell area share | 25.9% |
| First-pass GRT wire length | ~1700 µm |
| Core Region | about 0.0034 mm² |
| # port buffers | 11 |
| #FFs+latches synth | 4 |
| Met1 GRT Util | 4.40% |
| Initial Util | between 10% and 20% |
| Pre-Repair DR Iteration Count | 5 |
| I/O Pins | 12 |
| Yosys stat area | around 390 µm² |
| Rows | 21 |
| Unique cell types | 26 |
| Commonest cells post-synth | 5 x nand2_1, 5 x nor2_1 |
| Final WL | 1060 µm |
| WS Path Type | reg -> out |
| Setup Fix Bufs, Post-CTS | 0 |
| Slew Viols, Final | 0 |
| CTS tree | yes |
| Hpwl dp | about 840 µm |
| Critical path arrival | around 1.8 ns |
| Crit-path cells | nand2_1 -> or2_1 -> a21oi_1 -> clkdlybuf4s50_1 |
| Family with the most delay on the worst path | flip-flops |
| Yosys stat cell total | around 51 |
| Worst clock skew | ~0.00042 ns |
| Clock sink total | 4 |
| Vias per Instance | a little under 4 |
| RSZ-0062 raised after global routing | false |
| HP Class | in -> async |
| Layout cells sized above 1 | a little over an eighth |
| Synth Area per Inst | 7.58 µm² |
| Grt peak-use layer | met1 |
| Synth warn | 1 |
| Cell area leaders | dfrtp_1 26%, buf_4 7.8%, a21oi_1 5.2%, o21ai_0 5.2%, nand2_1 4.9% |
| CP max FO | 12 |
| Crit end category | output port |
| Met2 Resource Use GR | 3.85% |
| Power per cell area | about 1000 mW/mm² |
| TNS Setup | 0 ns |
| Final period util | about 81% |
| Tot GR Track Use | 3.08% |
| DP Cell Count | between 100 and 150 |
| Register with the most flip-flops | state |
| Max Fclk | approximately 410 MHz |
| Setup crit start kind | register |
| Hold-fix buffer count after cts | 0 |
| Ys async rst share | ~100% |
| Sequential area share after synthesis | between 20% and 30% |
| Status | finished, final reports clean |
| Area Overhead vs Synth | 41.4% |
| Final Critical Period | 2.44 ns |
| Final Hold Viols | 0 |
| Routed vias | roughly 420 |
| Die ar. | 0.00640 mm² |
| Crit path required time | roughly 2.4 ns |
| Post-synthesis cell area | 387 µm² |
| CTS root buf | clkbuf_4 |
| Worst VDD drop | between 0.15 and 0.2 mV |
| Die Span X | ~80 µm |
| Critical Path Max Stage Delay | 0.53 ns |
| RR Startpoint | state[1] |
==> cell usage in the layout (no fill, tap or decap), types with 2 or more instances in the layout <==
| cell type | count |
|---|---|
| nand2_1 | 5 |
| dfrtp_1 | 4 |
| o21ai_0 | 4 |
| clkbuf_4 | 3 |
| nor3_1 | 3 |
| nand2b_1 | 3 |
| nor2_1 | 5 |
| inv_2 | 2 |
| clkdlybuf4s50_1 | 11 |
| a21oi_1 | 4 |
==> layout make-up <==
class | count | area (µm²) | share of cell area, %
Inverter | 3 | 11.3 | 2.06
Clock buffer | 3 | 22.5 | 4.12
Multi-Input combinational cell | 40 | 245 | 44.9
Timing Repair Buffer | 11 | 110 | 20.1
Tap cell | 46 | 57.6 | 10.5
Sequential cell | 4 | 100 | 18.3
==> through the flow <==
stage | hold WS (ns) | utilization [%] | worst slack (ns) | cell area [µm²] | power [W]
finish | 0.570 | 16.0 | 0.562 | 547 | 0.000548
detailed placement | 0.681 | 15.3 | 0.821 | 524 | 0.000486
floorplan | 0.304 | - | 1.54 | 387 | 0.000369
global route | 0.573 | 16.0 | 0.402 | 547 | 0.000599
global placement | 0.647 | 15.3 | 0.858 | 524 | 0.000485
CTS | 0.568 | 16.0 | 0.547 | 547 | 0.000558
==> cells by family after synthesis <==
family                 Yosys count  synth area share, %
muxes                            2                 6.47
DFF                              4                 25.9
buffers and inverters            7                 10.7
AOI/OAI and AO/OA               18                 31.4
and+or+nand+nor                 20                 25.6
==> routing by layer <==
layer  vias to the layer above  part of all wire, %
met5                         -                    0
met4                         0                    0
met3                         0                   13
met2                        19                   41
met1                       197                   46
li1                        199                    -
==> how the worst max path moves through the flow <==
stage	start	to	slack, ns	depth (start not counted)
global route	state[1]	DD	0.40	4
CTS	state[1]	DD	0.55	4
finish	state[1]	DD	0.56	4
==> power breakdown <==
part | leakage (nW) | switching [W] | total (W) | internal, W
registers | 0.0466 | 0.0000864 | 0.000170 | 0.0000837
logic | 0.140 | 0.000117 | 0.000313 | 0.000195
clock network | 0.0138 | 0.0000204 | 0.0000650 | 0.0000446
total | 0.200 | 0.000224 | 0.000548 | 0.000324
No activity file was given, so power comes from the tool's default toggle rates.
