==> ./run.sh <==
#!/bin/bash
# OpenROAD 26Q1-2900-gdf79404cd8, Yosys 0.63+post, stock flow scripts
make -C /OpenROAD-flow-scripts/flow DESIGN_CONFIG=/design/flow/config.mk WORK_HOME=/design/flow/orfs finish
==> ./config.mk <==
export PLATFORM = sky130hd
export DESIGN_NAME = counter
export DESIGN_NICKNAME = counter
export VERILOG_FILES = /design/flow/design.v
export SDC_FILE = /design/flow/constraint.sdc
export NUM_CORES = 4
export LEC_CHECK = 1
export CORE_AREA = 10 10 105 105
export DIE_AREA = 0 0 115 115
==> ./constraint.sdc <==
current_design counter

set clk_period 6.7
set clk_io_pct 0.2

create_clock -name clk0 -period $clk_period [get_ports {clk}]

set non_clock_inputs [all_inputs -no_clocks]
set_input_delay [expr $clk_period * $clk_io_pct] -clock clk0 $non_clock_inputs
set_output_delay [expr $clk_period * $clk_io_pct] -clock clk0 [all_outputs]
==> ./design.v <==
module counter ( 
  input   logic clk,
  input  logic reset_b,
  output  logic [15:0] leds
);
parameter BW = 37;
logic [BW-1:0] counter_flops;
always_comb leds = ~counter_flops[BW-1:BW-16];
always_ff @ (posedge clk or negedge reset_b) begin
   if (~reset_b) 
      counter_flops <= '0;
   else          
      counter_flops <= counter_flops + 1'b1;
end
endmodule
==> Slide: Implementation Results <==
Key Metrics from the Run

Synthesis
  – Yosys cell count: 160
  – Unique masters post-synth: 23
  – MUX share of area: 0%
  – XOR-XNOR Cells, Area Fraction: 17.6%
  – Mapped cell area: 1750 sq um
  – Yosys reg bits: 37
  – Fa+ha+maj area frac: 0.716%
  – Mapped Cells: 160
  – Yosys aoi share: 0%
  – Seq/Total Area, Yosys: 53.0%
  – Post-synth EDFFs: 0
  – YS warnings: 1
  – Basic Gates by Area: 23.1%
  – Comb area leader: simple AND/OR/NAND/NOR gates
  – Post-synth ARST share: 100%
  – Yosys chip area: 1750 sq um
  – Synth Flop Type: dfrtp_1
  – Synthesized area per cell: 10.9 sq um

Critical path
  – Worst R2R Setup Slack: 4820 ps
  – CP Capture Type: primary output
  – CP Data Required Time: 5360 ps
  – Critical Path AT: 1290 ps
  – Setup crit start kind: flip-flop
  – Crit path cell chain: inv_1 > clkdlybuf4s50_1
  – Worst r2r dst: counter_flops[25]
  – Reg2Reg Depth: 4
  – Setup CP Type: flip-flop to primary output
  – Worst R2R Start: counter_flops[2]
  – Critical path fanouts, max: 4
  – Slowest CP cell: clkdlybuf4s50_1
  – Slowest Stage Delay on Critical Path: 480 ps

Clock network
  – Worst-skew pair later-pin latency: 290 ps
  – Setup Buffers After CTS: 0
  – Hold_buf cts: 0
  – Clk pin slew, worst setup/hold paths: 80 ps
  – H-tree Lvls: 2
  – CTS Sinks: 37
  – Num CTS Buffers: 5
  – Root Driver: clkbuf_8
  – TritonCTS clock tree: yes
  – Bufs on Longest Clock Path: 2
  – PostCTS Resize Cnt: 0

Global route
  – Remaining Overflow, GRT: 0
  – Initial antenna violation count: 0
  – Largest net degree at the start of global routing: 38
  – First-pass GRT wire length: 6040 um
  – Total GRT Usage: 5.43%
  – Number of global-route vias before repair: 1232

Power and ir drop
  – LEAKAGE: 0.882 nW
  – Power density cells: 211 nW/um^2
  – VDD IR max: 70.9 uV

Routing
  – Ant. Diodes: 0
  – Wirelength per Cell: 11.3 um
  – Vias: 1205
  – DR DRC count: 0
  – Pre-antenna DRT Iters: 4
  – Initial DRC Count: 55
  – Avg Vias per Cell: 4.14
  – Number of routed nets with antenna violations: 0
  – Overall routed net length: 3300 um

Run
  – Tool warning count: 25
  – Maximum Capacitance Violations: 0

Die
  – Core box area: 8760 sq um
  – Site row count: 34
  – FP Core Util: 19.9%
  – Chip width: 115 um
  – DIE AREA: 13200 sq um
  – Die H: 115 um
  – Ports: 18

Min path
  – Hold WC Path Type: flip-flop to flip-flop
  – Hold Path Depth: 1
  – Endpoint, Worst Hold: counter_flops[0]
  – Hold Path Origin: counter_flops[0]

Final layout
  – Register with the most flip-flops: counter_flops
  – Biggest regs: counter_flops x37
  – Share of cells above drive strength 1: 7.65%
  – Synth-to-Final Area Change: 24.5%
  – Max FFs per register: 37

Placement
  – Pre-CTS WS: 4370 ps
  – Final GP Congestion: 0.795
  – DP Wirelength: 2240 um
  – I/O Buffers: 17

Timing
  – Setup_tns: 0 ps
  – Clock Skews: 7.05 ps
  – Slew @ Worst Pin: 786 ps
  – Period minus WS final: 2630 ps
  – Fmax: 380 MHz
  – Setup WS post-layout: 4070 ps
  – Final setup fails: 0
  – Final Hold Viols: 0
  – Final worst-path cycle share: 39.3%
  – Max Slew Vio Count: 0
  – Slew HR: 47.2%
  – RSZ-0062 raised after global routing: false

Status
  – Status: completed
placed cells by master, fill, tap and decap left out, types with 5 or more instances in the layout:
cell / instances
clkbuf_8: 5
clkdlybuf4s50_1: 17
dfrtp_1: 37
inv_1: 19
nand3_1: 16
nand4_1: 18
nor2_1: 7
nor3_1: 5
xnor2_1: 29
xor2_1: 6
how the worst max path moves through the flow:
stage	from	endpoint	slack [ps]
after CTS	counter_flops[26]	leds[5]	4050
after global routing	counter_flops[26]	leds[5]	3960
final	counter_flops[31]	leds[10]	4070
layer usage:
metal / track usage [%] / wire [um]
met1: 7.17 / 1480
met2: 8.26 / 1490
met3: 2.48 / 285
met4: 0.743 / 47
met5: 0 / 0
worst max-delay path, delay by kind of cell, from the launching register on:
| kind | cells | cell delay [ps] |
|---|---|---|
| buf+inv | 2 | 600 |
| flops | 1 | 400 |
layout make-up:
class	count	area [sq um]
sequential	37	926
clock buffer	5	68.8
timing repair buffer	19	185
fill	931	6590
clock inverter	3	65.1
inverter	19	71.3
tap	108	135
multi-input combinational	100	723
cell usage after synthesis, types with 2 or more instances:
cell type   n  area share [%]
inv_1      19             4.1
nor4_4      2             2.4
and2_1      2            0.72
nor2_1      7             1.5
nand2_1     4            0.86
xor2_1      6             3.0
nand4_1    18             6.4
nand3_1    16             4.6
dfrtp_1    37              53
nor3_1      5             1.4
xnor2_1    29              15
and3_1      4             1.4
stage by stage:
stage                     std cells  hold slack, ps  power, mW  util, %  instance area [sq um]
after floorplan                 160             423      0.228        -                   1750
after global placement          283             444      0.233     23.3                   2040
after detailed placement        283             451      0.233     23.3                   2040
after CTS                       291             462      0.463     24.8                   2170
after global routing            291             503      0.477     24.8                   2170
final                           291             455      0.458     24.8                   2170
power breakdown:
part	total, mW	switching (mW)	internal [mW]
logic	0.00517	0.00428	0.000888
registers	0.223	0	0.223
clock network	0.229	0.0815	0.148
total	0.458	0.0858	0.372
cells by family after synthesis:
kind of cell,Yosys count
xor+xnor,35
fa+ha+maj,1
buf+inv,23
flops,37
simple gates,64
No activity file was given, so power comes from the tool's default toggle rates.
