### ./run.sh
#!/bin/bash
# OpenROAD 26Q1-2900-gdf79404cd8, Yosys 0.63+post, stock flow scripts
make -C /OpenROAD-flow-scripts/flow DESIGN_CONFIG=/design/flow/config.mk WORK_HOME=/design/flow/orfs finish
### ./config.mk
export PLATFORM = sky130hd
export DESIGN_NAME = binbcd8
export DESIGN_NICKNAME = binbcd8
export VERILOG_FILES = /design/flow/design.v
export SDC_FILE = /design/flow/constraint.sdc
export NUM_CORES = 4
export LEC_CHECK = 1
export CORE_AREA = 10 10 70 70
export DIE_AREA = 0 0 80 80
### ./constraint.sdc
current_design binbcd8

set clk_period 9.7
set clk_io_pct 0.2

create_clock -name clk0 -period $clk_period

set non_clock_inputs [all_inputs -no_clocks]
set_input_delay [expr $clk_period * $clk_io_pct] -clock clk0 $non_clock_inputs
set_output_delay [expr $clk_period * $clk_io_pct] -clock clk0 [all_outputs]
### ./design.v
module binbcd8 (
    input wire [7:0] b,
    output reg [9:0] bcd);
    reg [17:0] temp;
    always @(*) begin
        temp = 17'b0;
        temp[10:3] = b;  
        repeat(5) begin
            if(temp[11:8] > 4)
                temp[11:8] = temp[11:8] + 3;
            if(temp[15:12] > 4)
                temp[15:12] = temp[15:12] + 3;
            temp[17:1] = temp[16:0];
        end
        bcd = temp[17:8];
    end
endmodule
==> Changelog: implementation <==
## Implementation

- Routed via count: 893
- Fmax: 0.109 GHz
- Worst-path cell with the longest stage delay: o311ai_2
- Worst min-delay path class: primary input to output port
- Metal3 WL: approximately 150 µm
- Max Fanout on Critical Path: 12
- Gr usage total: 0.0582
- Area post-placement: approximately 1100 µm²
- DR WL/cell: about 11 µm
- Antenna cells: 0
- Antenna violations before repair: 0
- TritonRoute pass-1 iters: 4
- Syn avg cell area: a little under 8 µm²
- Final setup TNS: 0 ns
- Seq_cells: 0
- Synth Cell Area: ~900 µm²
- Post-route insts no fill: 173
- Post-CTS Setup Inserts: 0
- Hold path start: b[0]
- Core box area: around 3400 µm²
- Final setup vio count: 0
- Worst Path Arrival: 7.22 ns
- Post-cts sizing count: 0
- Met2 Routed Length: 885 µm
- Adder share: 0.0951
- Yosys stat chip area: a little over 900 µm²
- # port buffers: 16
- Placed Cells: 173
- Share of layout cells above drive strength 1: 0.189
- Fin. max-slew vios: 0
- Crit path cell chain: clkdlybuf4s50_1 -> inv_1 -> ha_1 -> inv_1 -> ha_1 -> nand2b_4 -> a21oi_1 -> o311ai_2 -> o21ai_0 -> o31ai_1 -> ha_1 -> nor2_1 -> o21ai_0 -> a221oi_1 -> nor2_1 -> ha_1 -> nor2_1 -> a21boi_0 -> a21oi_1 -> xor2_1 -> clkdlybuf4s50_1
- CP most frequent cell: ha_1
- Total of max-cap violations: 0
- Xor+xnor area frac: 0.0815
- Finished Cell Area: 1070 µm²
- Vias/cell: 5.16
- Final wirelength: 1990 µm
- Hold Crit Endpoint: bcd[0]
- Yosys aoi share: 0.427
- GP Congestion: between 0.7 and 0.8
- Crit end category: output port
- Final hold vios: 0
- Total I/O pin count: 18
- Yosys Instances: 119
- Worst Setup Start Kind: primary input
- Area leader, netlist: ha_1
- Largest net degree at the start of global routing: 14
- RSZ-0062 raised after global routing: no
- Clock buffer count: 0
- WHS: 3.88 ns
- Final Cycle Share: 0.945
- GRT overflow: 0
- Core Rows: 21
- Core Util at FP: 0.270
- Synth Seq Share: 0
- Top cells by area: ha_1 9.5%, a21oi_1 4.9%, o21ai_0 4.3%
- Util after Layout: 0.314
- Rel. slew slack: 0.395
- Post-CTS Hold Buffers: 0
- Status: complete, no violations
- Dominant comb cell: AND-OR/OR-AND gates
- Vias in the first global route: 762
- Top sig layer: met4
- Netlist cell types: 52
- Post-layout min period: between 9 and 10 ns
- Area Growth Syn to Fin: 16.4%
- Die Y-Extent: 80 µm
- Residual DRC: 0
- Final ANT Viol Nets: 0
- Max incr delay on CP: 0.75 ns
- Basic Gates by Area: 0.261
- FF/Latch Area: 0 µm²
- Yosys warns: 1
- Leakage: 0.396 nW
- Count of tool warnings: 35
- Synth mux share: 0.0272
- Die X: 80 µm
- Critical path class: primary input to output port
- First-pass GRT wire length: 3310 µm
- Crit path DRT: 7.76 ns
- Met1 wire length: 946 µm
- Post-Synthesis Cells: about 120
- Chip Area: 6400 µm²
- Worst Max-Slew Pin Slew: between 0.9 and 1 ns
- Initial drt markers: 64
- Power Dens Cells: between 90 and 100 nW/µm²
- Hold path cells: 0
- VDD IR max: 0.0301 mV
- Hpwl dp: 1600 µm
- Area leader share: 0.0951
final cells by class:
class,instances,area [µm²]
fillers,363,2340
multi-input cells,102,821
repair buffers,16,160
well taps,46,57.6
inverters,9,33.8
through the flow:
step | worst slack [ns] | power [W]
floorplan | 2.40 | 0.0000718
global placement | 0.678 | 0.000103
detailed placement | 0.545 | 0.000105
CTS | 0.536 | 0.000106
global route | 0.00809 | 0.000116
finish | 0.535 | 0.000105
synthesized netlist by cell type, types with 2 or more instances:
cell type / count
buf_2: 2
buf_4: 3
nand2b_1: 4
nor3_1: 5
xnor2_2: 2
nor2_1: 10
nand2_1: 8
o21ai_0: 8
buf_6: 3
nand3_1: 2
a21oi_1: 9
o211ai_1: 2
o311a_2: 2
inv_1: 9
ha_1: 7
o311ai_2: 2
o22ai_1: 2
nand2b_4: 2
and2_1: 3
xnor2_1: 2
worst max-delay path, delay by kind of cell:
family	cells	cell delay [ns]
AND/OR/NAND/NOR	4	0.68
XOR/XNOR	1	0.16
buffers and inverters	4	1.33
AND-OR/OR-AND	8	1.77
adder cells (fa/ha/maj)	4	1.34
how the worst max path moves through the flow:
stage / from / end / slack [ns] / cells after the start
global route: b[5] / bcd[5] / 0.008 / 21
CTS: b[5] / bcd[5] / 0.54 / 21
finish: b[5] / bcd[5] / 0.54 / 21
layout by cell type, fill, tap and decap left out, types with 2 or more instances in the layout:
cell / count
o211ai_1: 2
o22ai_1: 2
nand2b_1: 4
xnor2_2: 2
a21oi_1: 9
o21ai_0: 8
and2_1: 3
xnor2_1: 2
nor2_1: 10
nand2_1: 8
ha_1: 7
clkdlybuf4s50_1: 16
o311ai_2: 2
o311a_2: 2
nor3_1: 5
nand2b_4: 2
inv_1: 9
nand3_1: 2
where the power goes:
part           switching [W]  internal, W
Clock                      0            0
Sequential                 0            0
Combinational      0.0000482    0.0000568
Total              0.0000482    0.0000568
cells by family (layout without fill, tap and decap cells):
group           after synthesis  after routing
compound gates               45             45
simple gates                 42             42
buf+inv                      17             25
fa+ha+maj                     7              7
xor+xnor                      6              6
mux                           2              2
layer usage:
| layer | up-vias | GRT usage |
|---|---|---|
| li1 | 459 | - |
| met5 | - | 0 |
| met1 | 403 | 0.0820 |
| met4 | 0 | 0.00176 |
| met2 | 29 | 0.0971 |
| met3 | 2 | 0.00682 |
No activity file was given, so power comes from the tool's default toggle rates.
